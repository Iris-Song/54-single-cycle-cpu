File: /design/flow/config.mk
export PLATFORM = sky130hd
export DESIGN_NAME = seg7x16
export DESIGN_NICKNAME = seg7x16
export VERILOG_FILES = /design/flow/design.v
export SDC_FILE = /design/flow/constraint.sdc
export NUM_CORES = 4
export LEC_CHECK = 1
export CORE_UTILIZATION = 30
File: /design/flow/constraint.sdc
current_design seg7x16

set clk_period 2.6
set clk_io_pct 0.2

create_clock -name clk0 -period $clk_period [get_ports {clk}]

set non_clock_inputs [all_inputs -no_clocks]
set_input_delay [expr $clk_period * $clk_io_pct] -clock clk0 $non_clock_inputs
set_output_delay [expr $clk_period * $clk_io_pct] -clock clk0 [all_outputs]
File: /design/flow/design.v
`timescale 1ns / 1ps
module seg7x16(
    input clk,
	 input reset,
	 input cs,
	 input [31:0] i_data,
	 output [7:0] o_seg,
	 output [7:0] o_sel
    );
    reg [14:0] cnt;
	 always @ (posedge clk, posedge reset)
      if (reset)
        cnt <= 0;
      else
        cnt <= cnt + 1'b1;
    wire seg7_clk = cnt[14]; 
	 reg [2:0] seg7_addr;
	 always @ (posedge seg7_clk, posedge reset)
	   if(reset)
		  seg7_addr <= 0;
		else
		  seg7_addr <= seg7_addr + 1'b1;
	 reg [7:0] o_sel_r;
	 always @ (*)
	   case(seg7_addr)
		  7 : o_sel_r = 8'b01111111;
		  6 : o_sel_r = 8'b10111111;
		  5 : o_sel_r = 8'b11011111;
		  4 : o_sel_r = 8'b11101111;
		  3 : o_sel_r = 8'b11110111;
		  2 : o_sel_r = 8'b11111011;
		  1 : o_sel_r = 8'b11111101;
		  0 : o_sel_r = 8'b11111110;
		endcase
	 reg [31:0] i_data_store;
	 always @ (posedge clk, posedge reset)
	   if(reset)
		  i_data_store <= 0;
		else if(cs)
		  i_data_store <= i_data;
	 reg [7:0] seg_data_r;
	 always @ (*)
	   case(seg7_addr)
		  0 : seg_data_r = i_data_store[3:0];
		  1 : seg_data_r = i_data_store[7:4];
		  2 : seg_data_r = i_data_store[11:8];
		  3 : seg_data_r = i_data_store[15:12];
		  4 : seg_data_r = i_data_store[19:16];
		  5 : seg_data_r = i_data_store[23:20];
		  6 : seg_data_r = i_data_store[27:24];
		  7 : seg_data_r = i_data_store[31:28];
		endcase
	 reg [7:0] o_seg_r;
	 always @ (posedge clk, posedge reset)
	   if(reset)
		  o_seg_r <= 8'hff;
		else
		  case(seg_data_r)
		    4'h0 : o_seg_r <= 8'hC0;
          4'h1 : o_seg_r <= 8'hF9;
          4'h2 : o_seg_r <= 8'hA4;
          4'h3 : o_seg_r <= 8'hB0;
          4'h4 : o_seg_r <= 8'h99;
          4'h5 : o_seg_r <= 8'h92;
          4'h6 : o_seg_r <= 8'h82;
          4'h7 : o_seg_r <= 8'hF8;
          4'h8 : o_seg_r <= 8'h80;
          4'h9 : o_seg_r <= 8'h90;
          4'hA : o_seg_r <= 8'h88;
          4'hB : o_seg_r <= 8'h83;
          4'hC : o_seg_r <= 8'hC6;
          4'hD : o_seg_r <= 8'hA1;
          4'hE : o_seg_r <= 8'h86;
          4'hF : o_seg_r <= 8'h8E;
		  endcase
	 assign o_sel = o_sel_r;
	 assign o_seg = o_seg_r;
endmodule
File: /design/flow/run.sh
#!/bin/bash
# OpenROAD 26Q1-2900-gdf79404cd8, Yosys 0.63+post, stock flow scripts
make -C /OpenROAD-flow-scripts/flow DESIGN_CONFIG=/design/flow/config.mk WORK_HOME=/design/flow/orfs finish
==> notes.md <==
Implementation results.

The flow ran to the end, and the final reports show no timing, DRC or antenna violations. The flow reports that the clock network draws 31.6% of the design power. The synthesized area is 2690 sq um. The area added between synthesis and finish is 26.1%.

The worst supply voltage drop on vdd is 280 uV. The worst setup path is launched from a flop. The final report lists the setup-violating endpoint count as 0. Note, the detailed placer reported a final HPWL of 3.71 mm. Synthesis instantiated 47 different standard cells from the library. According to the floorplan report, the die height is around 97 um.

The setup clock skew after layout is ~0.012 ns. Looking at the clock tree report, the maximum root-to-sink buffer count equals 2. The endpoint type of the worst setup path is a flop. The worst path required time is 2.83 ns. The number of warning messages in the logs is 29.

The final cell count without fillers is 371. CTS placed an instance of sky130_fd_sc_hd__clkbuf_8 at the clock tree root. The post-cts repair resize count is 0. The total global-route track usage is 11.5%. The cell with the largest stage delay on the worst path is sky130_fd_sc_hd__or4_1.

The proportion of synthesized chip area in sequential cells is 53.3%. The number of cells in the design after placement is about 360. The number of hold buffers added after CTS is 0. The layout stage reports a final design area of 3390 sq um. The static leakage power is roughly 1.4 nW. The count of endpoints without a timing constraint is 11. After synthesis, the cell types taking the most area are sky130_fd_sc_hd__dfrtp_1 47%, sky130_fd_sc_hd__mux2_2 14%, sky130_fd_sc_hd__dfstp_2 6.8%.

Subtracting the final worst setup slack from the clock period gives slightly above 2 ns. The power report lists cell-internal power as 0.00136 W. The timing report gives the biggest stage delay along the critical path as 0.57 ns. The critical path goes through mux2_2, a221oi_1, a31oi_2, or4_1, o211ai_1. In this run, flip-flops and latches consume 54.0% of the power.

The number of buffers created by CTS is 5. The number of port buffers is 49. Max-cap violations in this run came to 0.

For this block, the routed nets add up to 5.11 mm of wire. The die is 96.7 um wide. The path category of the worst min-delay check is reg -> reg. Setup repair after global routing left no endpoint under its margin. Per the Yosys statistics, synthesis produced 215 cells.

The top cell type by area accounts for 46.5% of the synthesized area. The synthesized netlist has a Yosys-reported chip area of ~2700 sq um. Per the detail_route report, routed wire per instance is 13.8 um. The final clock period utilization by the worst path is 78.5%. The first-pass iteration count of the detailed router is 4.

The share of async-settable or async-resettable flops after synthesis is about 100%. Dividing the detail-routed via count by the number of cells gives 4.68. The arrival time at the worst endpoint is 2.27 ns.

The post-route netlist has between 20% and 30% of its cells at a drive strength greater than 1. The leading register cell type out of synthesis is sky130_fd_sc_hd__dfrtp_1. The library cell with the largest summed area after synthesis is sky130_fd_sc_hd__dfrtp_1. The clock tree from TritonCTS is yes. Averaged over all synthesized cells, the footprint is ~13 sq um. The initial antenna violation count was 0. The placement stage leaves a total instance area of 3280 sq um.

Buffers added to address setup during post-CTS repair amount to 0. The total die area is 9350 sq um. The clock latency reported for the late side of the worst-skew pair is 0.31 ns. The switching component of the power is between 0.0003 and 0.0004 W. The area of the placeable core is 8720 sq um. The post-synth register bit count is 57. The number of global-route vias before repair came to 1715.

The number of pins exceeding their max-slew limit in the final report is 0. The clock-pin transition on the worst setup and hold timing paths is 0.10 ns. The initial core utilization is 30.8%. The timer found 3 register pins that no clock reaches; their paths are not timed. The fraction of power spent switching nets is 22.3%. TritonRoute reported its final design rule violation total as 0.

The fmax is 490 MHz. The number of warnings printed during yosys synthesis is 1. Routability-driven placement finished with a final weighted congestion of 0.778. The largest fanout on the critical path is 8. The type of the worst setup path is reg -> reg. The standard-cell row count is 34. The maximum number of pins on one net before global-route repair is 58.

Counting endpoints that fail hold in the final report gives 0. In this run the power density over the cells is 518 nW/um^2. The floorplan report gives the top-level pin count as 51. For this run the aggregate overflow at the end of global routing stands at 0. Per the post-synthesis report, the number of cells in the design is 215. The tally of filler cells in the layout is about 800. Per the detail_route report, inserted antenna diodes total 0. Summed over all failing endpoints, the final setup total negative slack is 0 ns.

Looking at the power breakdown, combinational cells take 14.4% of the total. The H-tree depth reported by CTS is 2. The first global-routing pass estimated 8.65 mm of wire. In this run, synthesis inferred 0 flip-flops with an integrated enable. The post-detailed-route count of antenna-violating nets is 0.

Once iteration 0 of detailed routing completed, the report listed 58 DRC markers. Per the detail_route report, the via count comes to 1737.
==> registers in the layout (all words and copies together), names as in the netlist <==
register      cells
o_seg_r           7
seg7_addr         3
i_data_store     32
cnt              15
==> area by class of cell <==
type | count | area (sq um) | area share, %
clock buffer | 6 | 72.6 | 2.14
clock inverter | 2 | 37.5 | 1.11
inverter | 11 | 41.3 | 1.22
multi-input combinational | 135 | 1140 | 33.8
sequential | 57 | 1440 | 42.3
tap | 108 | 135 | 3.98
timing repair buffer | 52 | 526 | 15.5
==> final timing paths <==
kind                                       start         end  slack (ns)  cells past startpoint
worst min register to register            cnt[6]      cnt[6]        0.46                      1
max in group asynchronous                  reset  o_seg_r[0]        1.72                      3
min in group asynchronous                  reset      cnt[6]        0.57                      3
worst max register to register  i_data_store[21]  o_seg_r[0]        0.56                      5
worst max-delay path            i_data_store[21]  o_seg_r[0]        0.56                      5
worst min-delay path                      cnt[6]      cnt[6]        0.46                      1
==> per-layer routing <==
layer | GRT usage, % | share of wire, %
met1 | 19.0 | 51
met2 | 17.0 | 44
met3 | 2.06 | 4.4
met4 | 1.26 | 1.1
met5 | 0 | 0
==> synthesized netlist by cell type (3+ instances only) <==
library cell and n:
sky130_fd_sc_hd__dfstp_2 7, sky130_fd_sc_hd__dfrtp_1 50, sky130_fd_sc_hd__inv_1 11, sky130_fd_sc_hd__nand3_1 9, sky130_fd_sc_hd__clkbuf_1 5, sky130_fd_sc_hd__a22o_1 5, sky130_fd_sc_hd__buf_2 4, sky130_fd_sc_hd__nor2_1 4
sky130_fd_sc_hd__mux2_2 33, sky130_fd_sc_hd__or4b_1 3, sky130_fd_sc_hd__nand2_1 13, sky130_fd_sc_hd__ha_1 7, sky130_fd_sc_hd__nand4_1 4, sky130_fd_sc_hd__nor3_1 4, sky130_fd_sc_hd__o21ai_0 3, sky130_fd_sc_hd__xor2_1 4
sky130_fd_sc_hd__xnor2_1 11
==> power by group through the flow <==
stage | logic, W | clock network, W | registers (W)
CTS | 0.000257 | 0.000580 | 0.000950
global route | 0.000277 | 0.000599 | 0.000960
finish | 0.000252 | 0.000556 | 0.000949
==> critical path: cells and delay by family (launching register included) <==
kind,cells,cell delay (ns)
compound gates,3,0.76
flops,1,0.38
mux,1,0.26
simple gates,1,0.57
==> metrics by stage <==
step	utilization [%]	hold slack, ns	worst slack (ns)	power, W
after global placement	37.6	0.452	0.601	0.00122
after global routing	38.9	0.474	0.415	0.00184
after detailed placement	37.6	0.449	0.577	0.00122
final	38.9	0.465	0.559	0.00176
after floorplan	-	0.434	0.685	0.00110
after CTS	38.9	0.468	0.555	0.00179
==> cells in the final DEF (no fill, tap or decap), types with 5 or more instances in the layout <==
master and instances:
sky130_fd_sc_hd__nand3_1 9, sky130_fd_sc_hd__xnor2_1 11, sky130_fd_sc_hd__clkbuf_8 5, sky130_fd_sc_hd__nand2_1 13
sky130_fd_sc_hd__inv_1 10, sky130_fd_sc_hd__mux2_2 33, sky130_fd_sc_hd__clkdlybuf4s50_1 49, sky130_fd_sc_hd__dfrtp_1 50
sky130_fd_sc_hd__ha_1 7, sky130_fd_sc_hd__a22o_1 5, sky130_fd_sc_hd__dfstp_2 7
==> logic make-up after synthesis <==
logic type               share of synthesized area (%)
flip-flops                                        53.3
AND/OR/NAND/NOR                                   10.1
multiplexers                                      14.2
AND-OR/OR-AND                                     9.63
buffers and inverters                             4.09
XOR/XNOR                                          4.88
adder cells (fa/ha/maj)                           3.63
other                                            0.139
Power is estimated from default activity; no workload was simulated.
