<file path="flow/design.v">
`timescale 1ns / 1ps
module io_sel(
    input [31:0] addr,
	 input cs,
	 input sig_w,
	 input sig_r,
	 output seg7_cs,
	 output switch_cs
    );
assign seg7_cs = (addr == 32'h10010000 && cs == 1 && sig_w == 1) ? 1 : 0;
assign switch_cs = (addr == 32'h10010010 && cs == 1 && sig_r == 1) ? 1 : 0;
endmodule
</file>
<file path="flow/run.sh">
#!/bin/bash
# OpenROAD 26Q1-2900-gdf79404cd8, Yosys 0.63+post, stock flow scripts
make -C /OpenROAD-flow-scripts/flow DESIGN_CONFIG=/design/flow/config.mk WORK_HOME=/design/flow/orfs finish
</file>
<file path="flow/config.mk">
export PLATFORM = sky130hd
export DESIGN_NAME = io_sel
export DESIGN_NICKNAME = io_sel
export VERILOG_FILES = /design/flow/design.v
export SDC_FILE = /design/flow/constraint.sdc
export NUM_CORES = 4
export LEC_CHECK = 1
export CORE_AREA = 10 10 70 70
export DIE_AREA = 0 0 80 80
</file>
<file path="flow/constraint.sdc">
current_design io_sel

set clk_period 1.1
set clk_io_pct 0.2

create_clock -name clk0 -period $clk_period

set non_clock_inputs [all_inputs -no_clocks]
set_input_delay [expr $clk_period * $clk_io_pct] -clock clk0 $non_clock_inputs
set_output_delay [expr $clk_period * $clk_io_pct] -clock clk0 [all_outputs]
</file>
==> run_results.csv <==
group,metric,value,unit
detailed_routing,ant_nets,0,
place,routabilityCongestion,0.7867,
worst_setup_path,cp_cell_sequence,"buf_6, nor4b_4, nand4_1, buf_4, nor4_4, buf_2",
detailed_routing,drc,0,
sta,period_needed,1.491,ns
worst_setup_path,crit_path_end_kind,"output pin",
global_route,grt_pass1_wl,2145,µm
final_layout,postLayoutCellArea,581.8,µm²
detailed_routing,detail_route.antenna_diodes,0,
sta,setup_viol,2,
sta,rsz0062_at_grt,"yes",
synth,xor_area_share,0,%
job,warnings,34,
global_route,grt_overflow_total,0,
place,placed_cell_area,554.3,µm²
global_route,grt_antenna_before_repair,0,
final_layout,lay_top_count,"buf_2",
worst_setup_path,start_kind,"primary input",
die,chipArea,6400,µm²
power_and_ir_drop,power.density,238.8,nW/µm²
global_route,grt_pass1_vias,335,
synth,aoi_share,0,%
global_route,grt_use_total,4.410,%
power_and_ir_drop,power.leakage,0.2301,nW
final_layout,regArea,0,µm²
die,die_x,80,µm
outcome,violations,"negative setup slack",
die,io_pins,37,
synth,ys_top_logic_family,"simple AND/OR/NAND/NOR gates",
sta,hold_viol_final,0,
synth,yosys.stat.seqShare,0,%
sta,max_slew_margin,85.63,%
detailed_routing,drt_iter0_drc,7,
synth,fa_ha_area_share,0,%
synth,syn_inst,14,
final_layout,syn2layout_area_growth,360.4,%
sta,fin_ws,-0.3910,ns
worst_setup_path,worstPathArrival,1.27,ns
final_layout,fill_cells,389,
sta,tns,-0.6635,ns
detailed_routing,wire_per_inst,14.69,µm
final_layout,num-clock-buffers,0,
detailed_routing,dr.pass1.iters,2,
die,core_area,3416,µm²
synth,syn_avg_cell_area,9.027,µm²
final_layout,layout_top_cells,"12 x buf_2, 11 x buf_6, 5 x clkdlybuf4s15_1, 5 x clkbuf_2, 4 x buf_4",
global_route,grt_max_degree,3,
synth,yosys_area,126.4,µm²
worst_setup_path,crit_path_top_delay_cell,"nor4b_4",
outcome,outcome,"finished, violations left",
die,fp-row-count,21,
worst_setup_path,critical_path_required,0.88,ns
worst_setup_path,slowest_delay,0.27,ns
synth,yosys_warnings,0,
synth,netlist_area,126.4,µm²
sta,tightest_slew,0.2138,ns
synth,ys_types,7,
cts,holdBufCountCts,0,
power_and_ir_drop,ir_drop,0.03409,mV
synth,ys_sh_simple,97.03,%
die,initial_core_util,3.700,%
final_layout,flops,0,
sta,clock.fmax,0.6707,GHz
detailed_routing,vias,300,
final_layout,final_core_util,17.03,%
hold_path,holdCritPathClass,"in -> out",
detailed_routing,drt-total-wl,1484,µm
final_layout,layout-drive-gt1-share,78.18,%
worst_setup_path,crit_fanout,2,
power_and_ir_drop,fin_total_pwr,0.1389,mW
die,die_h,80,µm
worst_setup_path,critPathKind,"in -> out",
place,port_buffers,37,
sta,holdWs,0.8554,ns
job,maxCapViolCount,0,
sta,slew_violations,0,
detailed_routing,viasPerCell,2.970,
synth,mux_share,0,%
synth,ys_cells,14,
sta,fin_crit_sh,135.5,%
## cell families (layout without fill, tap and decap cells)
logic type	count (synthesis)	in the layout
simple gates	13	13
buf+inv	1	42
## cell type report
cell class                      instances  area [µm²]  share of cell area, %
Timing Repair Buffer                   41       330.3                  56.77
Tap cell                               46       57.56                  9.892
Multi-Input combinational cell         13       190.2                  32.69
Inverter                                1       3.754                 0.6452
## metal layers
metal / routed length (µm) / track usage, % / vias to the layer above
met1: 637 / 5.339 / 131
met2: 554 / 6.340 / 23
met4: 0 / 0 / 0
met3: 292 / 3.523 / 0
met5: 0 / 0 / -
li1: - / - / 146
## path summary, 6_finish.rpt
path | start | end | slack [ns] | cells after the start
worst max-delay path | addr[3] | seg7_cs | -0.39 | 6
worst min-delay path | addr[0] | switch_cs | 0.86 | 6
## through the flow
| step | worst slack [ns] | std cells |
|---|---|---|
| floorplan | 0.1040 | 14 |
| global placement | -1.037 | 97 |
| detailed placement | -1.042 | 97 |
| CTS | -0.3849 | 100 |
| global route | -0.4917 | 101 |
| finish | -0.3910 | 101 |
## worst max-delay path, delay by kind of cell
family	cells	cell delay [ns]
and+or+nand+nor	3	0.65
buffers and inverters	3	0.41
## synth_stat cells
library cell  instances  area share [%]
nor4_1                3              15
nor4_2                3              30
nor4b_2               3              36
nand4_1               2             9.9
inv_1                 1             3.0
nand2_1               1             3.0
nor3_1                1             4.0
## repair_timing
item	in CTS	in global routing
gates cloned	0	0
setup endpoints to repair	2	2
buffers inserted	3	1
resized	107	23
pin swaps	12	7
## where the power goes
part           internal [mW]  switching [mW]  total [mW]  leakage [nW]
registers                  0               0           0             0
logic                 0.0940          0.0449       0.139         0.230
clock network              0               0           0             0
No activity file was given, so power comes from the tool's default toggle rates.
