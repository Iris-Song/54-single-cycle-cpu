## ./config.mk

```make
export PLATFORM = sky130hd
export DESIGN_NAME = sw_mem_sel
export DESIGN_NICKNAME = sw_mem_sel
export VERILOG_FILES = /design/flow/design.v
export SDC_FILE = /design/flow/constraint.sdc
export NUM_CORES = 4
export LEC_CHECK = 1
export CORE_AREA = 10 10 70 70
export DIE_AREA = 0 0 80 80
```

## ./constraint.sdc

```tcl
current_design sw_mem_sel

set clk_period 4.6
set clk_io_pct 0.2

create_clock -name clk0 -period $clk_period

set non_clock_inputs [all_inputs -no_clocks]
set_input_delay [expr $clk_period * $clk_io_pct] -clock clk0 $non_clock_inputs
set_output_delay [expr $clk_period * $clk_io_pct] -clock clk0 [all_outputs]
```

## ./design.v

```verilog
`timescale 1ns / 1ps
module sw_mem_sel(
    input [31:0] switch_cs,
	 input [15:0] sw,
	 input [31:0] data,
	 output [31:0] data_sel
    );
    assign data_sel = (switch_cs) ? {16'b0, sw[15:0]} : data;
endmodule
```

## ./run.sh

```bash
#!/bin/bash
# OpenROAD 26Q1-2900-gdf79404cd8, Yosys 0.63+post, stock flow scripts
make -C /OpenROAD-flow-scripts/flow DESIGN_CONFIG=/design/flow/config.mk WORK_HOME=/design/flow/orfs finish
```

==> results.cfg <==
; yosys + openroad results
[synthesis]
yosysChipArea_sq_um = 449
ys_types = 10
seq_area_frac_synth_pct = 0
syn_area_per_cell_sq_um = 9.76
ys_cells = 46
ys.warnings.count = 0
synth_cells = 46
syn_area_sq_um = 449

[finish]
flops = 0
logic_area_sq_um = 413
regArea_sq_um = 0
layout_top_cell = clkdlybuf4s50_1
stdcell_area_sq_um = 1610
n_clock_buffer = 0
nFillCells = 342
mostFrequentLayoutCells = clkdlybuf4s50_1 (112), and2_1 (16), mux2_4 (14), nor4_1 (7)
area_delta_synth_final_pct = 258
drive_above_1_share_pct = 12.7

[placement]
port_buffers = 112
dp_hpwl_um = 3180
place_area_sq_um = 1610
place_congestion = 0.762

[drt]
wl_per_cell_um = 15.8
viasPerCell = 3.81
drc = 0
drt_iter0_markers = 9
via_count = 773
drt_pass1_iterations = 4
wirelength_um = 3210
num_antenna_cells = 0
ant_nets = 0

[job]
drv_cap = 0
warning_count = 32

[cts]
hold_buffers = 0
cts_resized = 0
cts_setup_buffers = 0

[floorplanning]
fp-utilization_pct = 13.2
die_width_um = 80
die_h_um = 80
die_area_sq_um = 6400
core_sq_um = 3420
io_pins = 112
rows = 21

[critical_path]
endpoint_kind = primary output
crit_top_cell = clkdlybuf4s50_1
critPathTopFamily = buffers and inverters
crit_fanout = 22
path_buffers = 3
critPathMaxStageDelay_ns = 0.41
worstPathArrival_ns = 2.95
cp.required_ns = 3.68
cp_cell_sequence = clkdlybuf4s50_1, nor4_1, nand4_1, nor2_4, buf_4, mux2_2, clkdlybuf4s50_1
critPathKind = in -> out
cp-start-kind = primary input
slowest_stage = clkdlybuf4s50_1

[power]
finalPower_w = 0.0000924
powerDensity_nw_per_um2 = 57.5
leakagePower_nw = 0.595
ir_drop_uv = 40.0

[grt]
grt_pass1_wl_um = 4720
grt_pass1_vias = 909
grt.overflow.total = 0
grt_util_all_layers_pct = 9.17
grt_max_degree = 23
antenna_found_initial = 0

[hold_path]
hp-class = in -> out
min_to = data_sel[20]
min_from = data[20]
min_delay_path_depth = 3

[final_timing]
max_freq_mhz = 259
setup_tns_ns = 0
relSlewSlack_pct = 82.3
setup_violations = 0
rsz0062_at_grt = false
tightest_slew_ns = 0.262
slew_viol_final = 0
final_hold_viol_count = 0
fin_crit_ns = 3.87
finalCritPeriodShare_pct = 84.0

[status]
outcome = complete, no violations
[per-stage QoR]
| stage | setup WS [ns] | hold WS (ns) | instances | utilization, % |
|---|---|---|---|---|
| 6_report | 0.735 | 2.75 | 203 | 47.0 |
| 2_1_floorplan | 1.70 | 1.91 | 46 | - |
| 3_5_place_dp | 0.697 | 2.76 | 203 | 47.0 |
| 4_1_cts | 0.693 | 2.76 | 203 | 47.0 |
| 3_3_place_gp | 0.705 | 2.77 | 203 | 47.0 |
| 5_1_grt | 0.517 | 2.78 | 203 | 47.0 |
[routing by layer]
layer | GRT usage, % | routed length, um
met1 | 8.17 | 992
met2 | 17.0 | 1630
met3 | 6.93 | 590
met4 | 0 | 0
met5 | 0 | 0
[Yosys cell counts]
cell type | count | area [sq um]
buf_12 | 1 | 20.0
nor4_2 | 1 | 12.5
mux2_2 | 2 | 22.5
nor2_4 | 1 | 11.3
nand4_1 | 2 | 12.5
and2_1 | 16 | 100
mux2_4 | 14 | 210
clkbuf_2 | 1 | 5.00
nor4_1 | 7 | 43.8
buf_6 | 1 | 11.3
[worst max path at each step]
stage	start	endpoint	slack, ns	cells after the start
6_report	switch_cs[20]	data_sel[0]	0.73	7
5_1_grt	switch_cs[19]	data_sel[0]	0.52	7
4_1_cts	switch_cs[20]	data_sel[0]	0.69	7
[kinds of logic after synthesis]
family | share of synthesized area (%)
AND/OR/NAND/NOR | 40.1
multiplexers | 51.8
buffers and inverters | 8.08
[layout make-up]
| type | count | area share [%] |
|---|---|---|
| multi-input combinational | 43 | 25.7 |
| tap | 46 | 3.58 |
| timing repair buffer | 114 | 70.7 |
[power by group]
group | internal, W | leakage (nW) | switching, W
sequential | 0 | 0 | 0
combinational | 0.0000796 | 0.595 | 0.0000128
clock | 0 | 0 | 0
No activity file was given, so power comes from the tool's default toggle rates.
